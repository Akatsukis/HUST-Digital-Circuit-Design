File: flow/run.sh
#!/bin/bash
# OpenROAD 26Q1-2900-gdf79404cd8, Yosys 0.63+post, stock flow scripts
make -C /OpenROAD-flow-scripts/flow DESIGN_CONFIG=/design/flow/config.mk WORK_HOME=/design/flow/orfs finish
File: flow/config.mk
export PLATFORM = sky130hd
export DESIGN_NAME = divide
export DESIGN_NICKNAME = divide
export VERILOG_FILES = /design/flow/design.v
export SDC_FILE = /design/flow/constraint.sdc
export NUM_CORES = 4
export LEC_CHECK = 1
export CORE_UTILIZATION = 50
File: flow/constraint.sdc
current_design divide

set clk_period 24.2
set clk_io_pct 0.2

create_clock -name clk0 -period $clk_period [get_ports {clk}]

set non_clock_inputs [all_inputs -no_clocks]
set_input_delay [expr $clk_period * $clk_io_pct] -clock clk0 $non_clock_inputs
set_output_delay [expr $clk_period * $clk_io_pct] -clock clk0 [all_outputs]
File: flow/design.v
`timescale 1ns / 1ps
module divide(powerOn, clk, clk_1Hz);
	input powerOn, clk;
	output reg clk_1Hz;
	reg [31:0] counter;
	parameter N = 50_000_000;
	initial begin 
		clk_1Hz = 0;
		counter = 0;
	end
	always @(posedge clk)begin
		if(powerOn)begin
			counter = counter+1;
			if(counter%N == 0)begin
				clk_1Hz <= ~clk_1Hz;
				counter <= 0;
			end
		end
		else begin
			clk_1Hz <= 0;
			counter <= 0;
		end
	end
endmodule
==> impl_metrics.toml <==
# yosys + openroad results
[status]
status = "finished clean"

[route]
diodes = 0
drc_errors = 0
num_vias = 7347
avgRoutedWirePerCell_um = 19.4
ant_nets = 0
firstDrtPassIters = 5
drt_iter0_drc = 736
wirelength_um = 21200
vias_per_cell = 6.72

[clocking]
cts.sinks = 33
ctsRootBufferMaster = "clkbuf_16"
clk_latency_ns = 0.28
cts_buffers = 5
ctsHoldBuffers = 0
clk_pin_slew_ns = 0.05
postCtsSetupRepairBufs = 0
max-clock-path-buffers = 2
htree_num_levels = 2
cts_tree = "done"
cts_resized = 0

[sta]
hold_violations = 0
drv_slew = 0
hold-worst-slack_ns = 0.516
finalSetupViolations = 0
tightestPinTransition_ns = 0.905
fin_skew_ns = 0.00225
slew_headroom_pct = 39.2
tns_ns = 0
rsz0062_at_grt = "false"
finalClockPeriodUsage_pct = 51.9
period_minus_slack_ns = 12.55
max_clock_freq_mhz = 79.7

[min_path]
hp-class = "reg2reg"
hold_start = "counter[0]"

[placed_design]
hpwlAfterDp_um = 17100
placed_cells = 1086
io_buffers = 2
gp_congestion = 0.979

[yosys]
ff_type = "dfxtp_1"
common_cells = "nor2_1, nand2_1, xnor2_1, a21oi_1, nand3_1"
netlist_area_um2 = 6720
edf_count = 0
ys_cells = 935
syn_avg_cell_area_um2 = 7.18
synthArstFlopShare_pct = 0
area_leaders = "dfxtp_1, xnor2_1, nor2_1, xor2_1, nand2_1"
synth_top_area_share_pct = 9.84
synth.ff_latch_count = 33
synth_cell_types = 115
top_area_cell = "dfxtp_1"
yosysMostFrequentCell = "nor2_1"
ys_warn_count = 1
ys_seq_share_pct = 9.84
synth-area-yosys_um2 = 6720
netlist_instances = 935

[setup_path]
critPathTopFamily = "AND-OR/OR-AND gates"
regToRegStartpoint = "counter[0]"
critPathKind = "reg2reg"
slowest_delay_ns = 0.74
worst-path-max-fanout = 32
cpMaxStageDelayCell = "xnor2_1"
cp-end-kind = "register"
arrival_ns = 12.69
r2r_slack_ns = 11.65
crit_buf_inv = 1
crit_top_cell = "nand3_1"
crit_path_start_kind = "register"
critPathRequiredTime_ns = 24.33
startpoint = "counter[0]"

[pwr]
powerDensity_nw_per_um2 = 17.4
comb_power_share_pct = 4.0
clkPwrFrac_pct = 49.7
worst_ir_drop_vdd_v = 0.0000423
p_leak_nw = 2.26
p_seq_share_pct = 46.3
cellInternalPower_w = 0.0000948
swShare_pct = 21.9
power.switching_w = 0.0000266
p_total_w = 0.000121

[floorplan]
core_area_um2 = 12900
die_area_um2 = 13900
rows = 41
fp_util_pct = 52.2
ios = 3
die_h_um = 118
die_x_um = 118

[grt]
antenna_found_initial = 0
grt_start_max_net_pins = 33
grt_pass1_vias = 6509
grt_use_total_pct = 30.9
overflow = 0
grt_pass1_wl_um = 34600

[job]
tool_warnings = 26
max-cap-violations = 0

[cells_and_area]
fin_cells = 1094
syn2layout_area_growth_pct = 3.87
drive_gt1_share_pct = 9.11
==> final cells by class <==
cell class                 count  area, um^2
fill                        1226        5900
multi-input combinational    861        5850
sequential                    33         661
tap                          172         215
clock buffer                   6         129
timing repair buffer           9        72.6
inverter                      11        41.3
clock inverter                 2        10.0
==> through the flow <==
step	setup slack, ns	instance area [um^2]	utilization, %
CTS	11.95	6980	54.2
global route	10.36	6980	54.2
detailed placement	12.02	6840	53.1
floorplan	14.45	6720	-
finish	11.65	6980	54.2
global placement	12.20	6840	53.1
==> flip-flops by register name, indices dropped and copies added, names as in the netlist <==
| register | count |
|---|---|
| counter | 32 |
| clk_1Hz | 1 |
==> placed cells by master (no fill, tap or decap), drive strengths merged, types with 33 or more instances in the layout <==
| cell type | count |
|---|---|
| nor2 | 101 |
| nand2 | 81 |
| xnor2 | 68 |
| a21oi | 56 |
| nand3 | 54 |
| o21ai | 53 |
| xor2 | 39 |
| nor3 | 35 |
| dfxtp | 33 |
==> power by group through the flow <==
stage	logic, W	clock network [W]	registers (W)
CTS	0.00000484	0.0000610	0.0000562
global route	0.00000554	0.0000628	0.0000563
finish	0.00000484	0.0000604	0.0000562
==> logic make-up (layout without fill, tap and decap cells) <==
kind of cell	after synthesis	count (layout)	share of synthesized area, %
simple gates	434	434	34.6
xor+xnor	107	107	14.6
buf+inv	41	28	3.09
fa+ha+maj	4	4	0.671
mux	15	15	2.42
flops	33	33	9.84
compound gates	301	301	34.8
==> routing by layer <==
metal / up-vias / wire, um / global-route usage, %
li1: 3585 / - / -
met1: 3404 / 10600 / 49.6
met2: 322 / 8450 / 43.0
met3: 36 / 1780 / 5.48
met4: 0 / 441 / 5.13
met5: - / 0 / 0
==> path summary, 6_finish.rpt <==
path,to,depth (start not counted)
hold reg to reg,counter[0],1
hold / removal,counter[0],1
setup reg to reg,counter[22],35
setup / recovery,counter[22],35
Power figures rest on the tool's default switching activity, not on a simulated workload.
