<file path="design/flow/config.mk">
export PLATFORM = sky130hd
export DESIGN_NAME = checkRequest
export DESIGN_NICKNAME = checkRequest
export VERILOG_FILES = /design/flow/design.v
export SDC_FILE = /design/flow/constraint.sdc
export NUM_CORES = 4
export LEC_CHECK = 1
export CORE_AREA = 10 10 86 86
export DIE_AREA = 0 0 96 96
</file>
<file path="design/flow/constraint.sdc">
current_design checkRequest

set clk_period 1.0
set clk_io_pct 0.2

create_clock -name clk0 -period $clk_period [get_ports {downBotton}]
create_clock -name clk1 -period $clk_period [get_ports {floorBotton}]
create_clock -name clk2 -period $clk_period [get_ports {upBotton}]

set non_clock_inputs [all_inputs -no_clocks]
set_input_delay [expr $clk_period * $clk_io_pct] -clock clk0 $non_clock_inputs
set_output_delay [expr $clk_period * $clk_io_pct] -clock clk0 [all_outputs]
</file>
<file path="design/flow/run.sh">
#!/bin/bash
# OpenROAD 26Q1-2900-gdf79404cd8, Yosys 0.63+post, stock flow scripts
make -C /OpenROAD-flow-scripts/flow DESIGN_CONFIG=/design/flow/config.mk WORK_HOME=/design/flow/orfs finish
</file>
<file path="design/flow/design.v">
`timescale 1ns / 1ps
module checkRequest(upBotton, downBotton, floorBotton, upRequest, downRequest, floorRequest);
	parameter MAX_FLOOR = 8;
    input [7:0] upBotton, downBotton, floorBotton;
	output reg [7:0] upRequest, downRequest, floorRequest;
	genvar i;
	generate
		for(i = 0; i < MAX_FLOOR; i = i+1)begin
			always@(posedge upBotton[i])begin
				upRequest[i] <= !upRequest[i];
			end
		end
		for(i = 0; i < MAX_FLOOR; i = i+1)begin
			always@(posedge downBotton[i])begin
				downRequest[i] <= !downRequest[i];
			end
		end
		for(i = 0; i < MAX_FLOOR; i = i+1)begin
			always@(posedge floorBotton[i])begin
				floorRequest[i] <= !floorBotton[i];
			end
		end
	endgenerate
endmodule
</file>
==> qor.csv <==
stage,metric,value,unit
status,outcome,finished clean,
pwr,p_int,3.21,mW
global_route,vias_in_the_first_global_route,604,
route,n_antenna_cell,0,
pwr,pwr-share-comb,0,
clock_network,post_cts.resized_instances,10,
final_layout,area_delta_synth_final,122,%
synthesis,yosys.area.top_type,dfxtp_1,
floorplanning,die-height,96,µm
final_layout,n_multi_input_combinational_cell,0,
clock_network,cts.repair_timing.setup_buffer_count,0,
route,drcViolationCount,0,
setup_path,timing.setup.critical_path_class,flop to output port,
min_path,hold_path_startpoint,floorBotton[0],
synthesis,synth.ff_latch_count,24,
floorplanning,core-area,0.00554,mm²
route,drt.antenna.violating_nets,0,
run,stage_log_warnings,208,
synthesis,edf_count,0,
placed_design,place.gp.congestion,0.634,
setup_path,crit_required,0.80,ns
global_route,antenna_found_initial,0,
clock_network,cts_tree,yes,
final_layout,layout.cells.non_filler,176,
route,wire_per_inst,10.1,µm
pwr,p_leak,0.687,nW
setup_path,timing.critical_path.fanout_max,2,
synthesis,yosysCellCount,48,
pwr,max-vdd-ir-drop,0.000858,V
floorplanning,die_w,96,µm
placed_design,hpwlAfterDp,1270,µm
setup_path,rr_worst_depth,1,
synthesis,area_leaders,"dfxtp_1 (84%), inv_1 (16%)",
setup_path,timing.critical_path.slowest_cell_delay,0.47,ns
route,wirelength,1780,µm
final_layout,layout.area.comb,0,µm²
route,drtIter0Drc,19,
setup_path,r2r_end,downRequest[5],
synthesis,synth_sequential_area_ratio,0.842,
final_layout,postLayoutCellArea,0.00127,mm²
synthesis,synth-main-ff-cell,dfxtp_1,
pwr,share_seq_of_total_power,0.278,
global_route,grt_start_max_net_pins,3,
min_path,worst_hold_path.num_cells,3,
pwr,switching_power_of_the_nets,440,µW
final_layout,nFillCells,587,
global_route,grt_util_all_layers,0.0378,
setup_path,crit_path_cell_trace,clkdlybuf4s50_1,
synthesis,synth-area-yosys,571,µm²
final_layout,fraction_of_layout_instances_using_a_drive_strength_above_1,0.240,
placed_design,preCtsSetupSlack,-0.00946,ns
timing,relSlewSlack,0.949,
synthesis,synth.top_cells.by_count,"dfxtp_1 (24), inv_1 (24)",
setup_path,critical-path-slowest-cell,clkdlybuf4s50_1,
setup_path,setup.worst_path.start_class,flop,
timing,timing.setup.tns,0,ns
synthesis,synth_top_area_share,0.842,
setup_path,critPathLaunch,downRequest[7],
min_path,hp-class,clock port to flop,
timing,timing_worst_slew_pin_value,0.0769,ns
setup_path,crit-reg2reg-launch,downRequest[5],
setup_path,timing.critical_path.max_delay_family,buffers and inverters,
min_path,hold_end,floorRequest[0],
synthesis,syn_inst,48,
timing,hold_viol,0,
floorplanning,core.rowCount,27,
placed_design,dp_cells,144,
route,post_drt_via_cell_ratio,2.69,
pwr,power-per-cell-area,2880,mW/mm²
floorplanning,io-pin-count,48,
timing,rsz0062_at_grt,false,
setup_path,crit_path_dat,0.78,ns
synthesis,synthDistinctLibCells,2,
final_layout,finalCoreUtilization,0.229,
timing,final_count_of_negative_setup_slack_endpoints,0,
route,drtPass1Iterations,3,
placed_design,placed_cell_area,901,µm²
timing,finalWorstSetupSlack,0.0205,ns
synthesis,post_synth_arst_share,0,
placed_design,numPortBuffers,24,
synthesis,post_synth.cell_area_avg,11.9,µm²
pwr,power.share.clock,0.722,
floorplanning,fp-utilization,0.103,
timing,skew,0,ns
floorplanning,floorplan.die_area,0.00922,mm²
synthesis,ys_warn_count,1,
synthesis,syn_area,571,µm²
setup_path,rrSetupSlack,0.54,ns
pwr,proportion_of_total_power_due_to_net_switching,0.121,
run,cap_violations,0,
clock_network,hold_buffers_post_cts,0,
global_route,grt_first_pass_wirelength,2440,µm
route,dr_total_vias,473,
clock_network,clk_slew_on_worst_s_h_paths,0.03,ns
timing,slew_viol_final,0,
setup_path,crit_path_end_kind,output port,
setup_path,cp.buffers_inverters,1,
global_route,grt_overflow_total,0,
[power by group through the flow]
stage         Sequential, mW  Clock [mW]  Combinational [mW]
finish                  1.01        2.64         0.000000264
global route            1.01        3.05         0.000000264
CTS                     1.01        2.94         0.000000133
[worst max-delay path by stage]
stage / cells past startpoint / slack, ns / end
4_1_cts: 1 / 0.001 / downRequest[0]
5_1_grt: 1 / 0.001 / upRequest[0]
6_report: 1 / 0.02 / downRequest[7]
[flip-flops by register name, summed over array words and instances (netlist names)]
register	cells
upRequest	8
floorRequest	8
downRequest	8
[metal layers]
| layer | share of wire | track usage | wire length, µm |
|---|---|---|---|
| met1 | 0.32 | 0.0247 | 565 |
| met2 | 0.47 | 0.0392 | 844 |
| met3 | 0.19 | 0.0621 | 339 |
| met4 | 0.015 | 0.0381 | 27 |
| met5 | 0 | 0 | 0 |
[cell usage in the layout (no fill, tap or decap), drive strengths merged]
| cell type | count |
|---|---|
| clkbuf | 32 |
| inv | 24 |
| dfxtp | 24 |
| dlygate4sd2 | 10 |
| dlymetal6s2s | 7 |
| clkdlybuf4s50 | 7 |
[metrics by stage]
| step | hold WS, ns | total power, mW |
|---|---|---|
| floorplan | 0.0653 | 1.11 |
| global placement | 0.0653 | 1.11 |
| detailed placement | 0.0653 | 1.11 |
| CTS | 0.0731 | 3.95 |
| global route | 0.0719 | 4.06 |
| finish | 0.0662 | 3.65 |
[final cells by class]
| class | instances | area [µm²] | area share |
|---|---|---|---|
| Clock inverter | 8 | 30.0 | 0.0237 |
| Tap cell | 72 | 90.1 | 0.0711 |
| Inverter | 16 | 60.1 | 0.0474 |
| Timing Repair Buffer | 24 | 245 | 0.193 |
| Sequential cell | 24 | 482 | 0.380 |
| Clock buffer | 32 | 360 | 0.284 |
[logic make-up (layout without fill, tap and decap cells)]
logic type | Yosys count | in the layout | synth area share
buffers and inverters | 24 | 80 | 0.158
flip-flops | 24 | 24 | 0.842
No activity file was given, so power comes from the tool's default toggle rates.
