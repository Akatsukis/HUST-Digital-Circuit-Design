**run.sh**
```bash
#!/bin/bash
# OpenROAD 26Q1-2900-gdf79404cd8, Yosys 0.63+post, stock flow scripts
make -C /OpenROAD-flow-scripts/flow DESIGN_CONFIG=/design/flow/config.mk WORK_HOME=/design/flow/orfs finish
```
**config.mk**
```make
export PLATFORM = sky130hd
export DESIGN_NAME = seg1
export DESIGN_NICKNAME = seg1
export VERILOG_FILES = /design/flow/design.v
export SDC_FILE = /design/flow/constraint.sdc
export NUM_CORES = 4
export LEC_CHECK = 1
export CORE_AREA = 10 10 70 70
export DIE_AREA = 0 0 80 80
```
**constraint.sdc**
```tcl
current_design seg1

set clk_period 2.1
set clk_io_pct 0.2

create_clock -name clk0 -period $clk_period

set non_clock_inputs [all_inputs -no_clocks]
set_input_delay [expr $clk_period * $clk_io_pct] -clock clk0 $non_clock_inputs
set_output_delay [expr $clk_period * $clk_io_pct] -clock clk0 [all_outputs]
```
**design.v**
```verilog
module seg1(sw, seg);
    input [15:0] sw;
    output reg [7:0] seg;
    always @(sw) begin
    if     (sw[3:0]==4'b0000)seg[7:0]=8'b11000000;
    else if(sw[3:0]==4'b0001)seg[7:0]=8'b11111001;
    else if(sw[3:0]==4'b0010)seg[7:0]=8'b10100100;
    else if(sw[3:0]==4'b0011)seg[7:0]=8'b10110000;
    else if(sw[3:0]==4'b0100)seg[7:0]=8'b10011001;
    else if(sw[3:0]==4'b0101)seg[7:0]=8'b10010010;
    else if(sw[3:0]==4'b0110)seg[7:0]=8'b10000010;
    else if(sw[3:0]==4'b0111)seg[7:0]=8'b11111000;
    else if(sw[3:0]==4'b1000)seg[7:0]=8'b10000000;
    else if(sw[3:0]==4'b1001)seg[7:0]=8'b10011000;
    else if(sw[3:0]==4'b1010)seg[7:0]=8'b10001000;
    else if(sw[3:0]==4'b1011)seg[7:0]=8'b10000011;
    else if(sw[3:0]==4'b1100)seg[7:0]=8'b11000110;
    else if(sw[3:0]==4'b1101)seg[7:0]=8'b10100001;
    else if(sw[3:0]==4'b1110)seg[7:0]=8'b10000110;
    else if(sw[3:0]==4'b1111)seg[7:0]=8'b10001110;
    end
endmodule
```
==> metrics.csv <==
stage,metric,value,unit
outcome,run status,"complete, no violations",
worst_setup_path,Setup crit end,seg[1],
job,Log Warnings,45,
floorplan,Top-Level Pins,24,
global_routing,pin count of the biggest net entering global routing,17,
global_routing,vias in the first global route,286,
worst_setup_path,worst setup path start,sw[3],
floorplan,core area,0.00342,mm²
final_timing,final tally of hold violations,0,
final_timing,Final min period,2.05,ns
cells_and_area,Register Area,109,µm²
yosys,post-synth cell types,24,
final_timing,fin. max-slew vios,0,
final_timing,endpoints left unconstrained,7,
cells_and_area,Area Overhead vs Synth,57.0,%
routing,wire length per cell,7.54,µm
yosys,Yosys top cell by area,dlxtn_1,
yosys,Post-synth regs,7,
yosys,Mux area share,0,
final_timing,RSZ-0062 raised after global routing,true,
cells_and_area,Comb area,258,µm²
worst_setup_path,maximum net fanout on the critical path,16,
power_and_ir_drop,VDD IR max,29.7,µV
floorplan,Die Wd,80,µm
global_routing,gr ovfl total,0,
power_and_ir_drop,P_leak,0.231,nW
cells_and_area,most numerous logic cells after layout,"8 x conb_1, 4 x dlxtn_1",
yosys,Syn Area/Cell,8.95,µm²
floorplan,Init Core Util,0.102,
worst_setup_path,biggest cell delay along the critical path,0.39,ns
yosys,yosys simple share,0.319,
routing,Ant. Diodes,0,
final_timing,crit share post-route,0.976,
yosys,Dominant cell area share,0.301,
place,RePlAce Congestion,0.673,
final_timing,f_max,488,MHz
worst_setup_path,crit path DRT,1.68,ns
worst_setup_path,Critical Path Sink Type,primary output,
cells_and_area,fillcell total,388,
worst_setup_path,CP max-delay cell,or3b_4,
routing,vias per cell,3.06,
global_routing,initial antenna violation count,0,
yosys,comb area leader,simple AND/OR/NAND/NOR gates,
final_timing,register pins left without a clock,7,
yosys,XORs/XNORs by Area,0.0251,
final_timing,setup TNS,0,ns
clock_tree,buffer count from post-CTS setup fixing,0,
yosys,Top cells by area,"dlxtn_1 30%, nand4b_1 7.5%, o311ai_1 7.5%, nand4bb_1 6.5%, buf_2 4.3%",
yosys,Yosys chip area,349,µm²
global_routing,first-pass GRT wire length,1430,µm
routing,routed vias,297,
yosys,yosys aoi share,0.226,
power_and_ir_drop,ratio of total power to cell area,143,mW/mm²
yosys,Synth Cell Area,349,µm²
place,post-DP HPWL,585,µm
routing,drt initial violations,24,
yosys,Yosys Warn Count,1,
job,Max-cap violations,0,
global_routing,All-Layer GR Usage,0.0255,
routing,Final ANT Viol Nets,0,
floorplan,die area,0.00640,mm²
yosys,ys cells,39,
yosys,adder share,0,
routing,Post-route DRC,0,
final_timing,Final Setup Violations,0,
cells_and_area,number of flip-flops in the largest register,7,
worst_setup_path,crit path DAT,1.63,ns
place,number of port buffers,11,
yosys,cell count after synthesis,39,
routing,final wirelength,731,µm
cells_and_area,dominant logic cell type in the layout,conb_1,
worst_setup_path,Startpoint Class,input pin,
floorplan,Die Height,80,µm
routing,drt first pass iters,2,
worst_setup_path,critical-path cell list,buf_12 -> or3b_4 -> a22oi_2 -> dlxtn_2 -> dlygate4sd2_1,
cells_and_area,"Core Util, Final",0.160,
floorplan,# rows,21,
worst_setup_path,WS Path Type,input pin to primary output,
cells_and_area,fraction of layout cells with a size suffix above 1,0.333,
## cell families (layout without fill, tap and decap cells)
group,count (synthesis),in the layout
simple gates,13,13
compound gates,10,10
latches,7,7
buf+inv,6,12
other cells,2,8
xor+xnor,1,1
## report_power, final
group	switching, mW	total (mW)	internal, mW
combinational	0.0271	0.0638	0.0367
sequential	0.00131	0.0148	0.0135
clock	0	0	0
## area by class of cell
type | count | area share
Multi-Input combinational cell | 32 | 0.470
Timing Repair Buffer | 11 | 0.219
Sequential cell | 7 | 0.199
Tap cell | 46 | 0.105
Inverter | 1 | 0.00685
## Yosys cell counts, drive strengths merged
cell	number
a21boi	1
a22oi	1
and2b	1
buf	5
conb	2
dlxtn	7
inv	1
nand2b	1
nand3	1
nand3b	1
nand4b	3
nand4bb	2
nor2b	1
o211ai	2
o21a	1
o21ai	2
o311ai	3
or3b	2
or4b	1
xor2	1
## worst max-delay path, delay by kind of cell
family	cells	cell delay, ns
buf+inv	2	0.31
simple gates	1	0.39
latches	1	0.36
compound gates	1	0.14
## timing repair
item / CTS / global route
gates resized: 49 / 6
endpoints found under the setup margin: 7 / 4
pin swaps: 6 / 3
hold buffers: 0 / 0
## stage by stage
stage	setup WS, ns	instance area (µm²)	cells	power [mW]
finish	0.0501	548	97	0.0786
global route	-0.00711	548	97	0.0882
CTS	0.00838	539	97	0.0787
detailed placement	-0.939	505	97	0.0716
global placement	-0.919	505	97	0.0702
floorplan	0.302	372	45	0.0482
## metal layers
metal / vias to the layer above / GRT usage / share of wire / wire length (µm)
li1: 161 / - / - / -
met3: 0 / 0.00341 / 0.036 / 26
met4: 0 / 0 / 0 / 0
met1: 131 / 0.0340 / 0.44 / 322
met2: 5 / 0.0449 / 0.52 / 382
met5: - / 0 / 0 / 0
Power figures rest on the tool's default switching activity, not on a simulated workload.
